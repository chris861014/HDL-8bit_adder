### design/flow/config.mk
export PLATFORM = sky130hd
export DESIGN_NAME = adder_dataflow
export DESIGN_NICKNAME = adder_dataflow
export VERILOG_FILES = /design/flow/design.v
export SDC_FILE = /design/flow/constraint.sdc
export NUM_CORES = 4
export LEC_CHECK = 1
export CORE_AREA = 10 10 70 70
export DIE_AREA = 0 0 80 80
### design/flow/constraint.sdc
current_design adder_dataflow

set clk_period 7.7
set clk_io_pct 0.2

create_clock -name clk0 -period $clk_period

set non_clock_inputs [all_inputs -no_clocks]
set_input_delay [expr $clk_period * $clk_io_pct] -clock clk0 $non_clock_inputs
set_output_delay [expr $clk_period * $clk_io_pct] -clock clk0 [all_outputs]
### design/flow/design.v
module adder_dataflow(s,ci,a,b,co);
    parameter width = 8;
    input [width-1:0]a,b;
    input ci;
    output [width-1:0]s;
    output co;
    assign {co,s} = a + b + ci;  
endmodule
### design/flow/run.sh
#!/bin/bash
# OpenROAD 26Q1-2900-gdf79404cd8, Yosys 0.63+post, stock flow scripts
make -C /OpenROAD-flow-scripts/flow DESIGN_CONFIG=/design/flow/config.mk WORK_HOME=/design/flow/orfs finish
==> results.txt <==
impl run done, here's what came out: DR vias/cell 3.447, worst-path cell chain clkdlybuf4s50_1 > fa_1 > fa_1 > a21oi_1 > nor2_1 > nor2_1 > xnor2_1 > clkdlybuf4s50_1, # IOs 26, # clk buffers 0, yosys stat area 331.6 sq um, max cap viols 0, critical path's largest stage delay 0.49 ns, mapped cell area around 330 sq um, final worst-path cycle share 0.7113, cell total in the yosys stat output 42, Core Footprint 3416 sq um, PortBufs 26, DRC 0, Seq/Total Area, Yosys 0, gr ovfl total 0, Cell Type Count 20, status finished clean, logic gate share of total power 1.000, pin count of the biggest net entering global routing 7, Die Wd 80 microns, final instance area between 600 and 700 sq um, CP max FO 2, Worst Setup End Kind primary output, Fin Hold WS 4.160 ns, Vias 393, number of global-route vias before repair 394, measured slew at the worst slew-check pin 0.3411 ns, gpl congestion 0.8052, Switch Pwr 17.20 uW, Hold Vio Cnt, Final 0, TNS Setup 0 ns, slowest CP cell clkdlybuf4s50_1, first-pass GRT wire length between 1500 and 2000 microns, dpl ws 2.228 ns, RSZ-0062 raised after global routing false, Setup crit start kind primary input, post-DR wirelength/cell 9.553 microns, Tool Warnings 32, FP Rows 21, flop count 0, yosys warns 0, Slew headroom 0.7668, number of diodes 0, Fmax 182.6 MHz, critical path arrival 3.94 ns, initial antenna violation count 0, chip area 6400 sq um, critical path class primary input to primary output, crit path time final 5.477 ns, crit path from a[0], Hold Path Class primary input to primary output, global-route usage over all layers 0.03354, Hold Buf Count CTS 0, maximum vdd ir drop 0.02871 mV, layout cells sized above 1 0.01471, Worst EP required 6.16 ns, Int Pwr 33.57 uW, syn avg cell area between 7 and 8 sq um, sequential share of power 0, Flop area 0 sq um, max-slew violations 0, final wirelength around 1100 microns, synthesized instance count 42, Static Leak roughly 0.26 nW, HPWL after DPL 999.1 microns, Die H 80 microns, FP Core Util 0.09707, area delta synth->final 95.85%, Post-CTS Setup Bufs 0, switch share 0.3388, worst setup slack after layout about 2.2 ns, final core utilization 0.1901, Placed Instance Area between 600 and 700 sq um, Pre-Repair DR Iteration Count 2, # setup viols final 0, post-CTS resize count 0, PwrDens 78.17 nW/um^2, DR iter-0 viols 8, ANT nets after route 0, clock network power share 0, worst setup path endpoint s[6]
layer usage:
metal | vias to the layer above | wire length [microns] | GRT usage
met5 | - | 0 | 0
met2 | 20 | 369 | 0.04655
met3 | 0 | 149 | 0.01250
li1 | 214 | - | -
met4 | 0 | 0 | 0
met1 | 159 | 570 | 0.05036
per-stage QoR:
step                cells  total power [mW]
CTS                   114           0.05185
global placement      114           0.05103
detailed placement    114           0.05127
global route          114           0.05704
floorplan              42           0.01997
finish                114           0.05076
cells in the mapped netlist:
cell type	instances	area, sq um
nor2b_1	2	12.51
mux2i_1	1	10.01
a311o_1	2	20.02
a221oi_1	1	8.760
nor3_1	2	10.01
inv_2	1	3.750
o21bai_1	1	7.510
nor2_1	2	7.510
xnor2_1	2	17.52
o21ai_0	1	5.000
a21o_1	2	15.01
inv_1	2	7.510
fa_1	2	40.04
nor4_1	1	6.260
a2111oi_0	1	8.760
a21oi_1	5	25.02
ha_1	7	87.58
xor2_1	2	17.52
nand3_1	2	10.01
nand2_1	3	11.26
worst max-delay path, delay by kind of cell:
family	cells	cell delay [ns]
AND-OR/OR-AND	1	0.22
XOR/XNOR	1	0.15
adder cells (fa/ha/maj)	2	0.87
buffers and inverters	2	0.92
AND/OR/NAND/NOR	2	0.24
cell usage in the layout (no fill, tap or decap), drive strengths merged, types with 3 or more instances in the layout:
cell type / instances
inv: 3
clkdlybuf4s50: 26
nand2: 3
a21oi: 5
ha: 7
kinds of logic after synthesis:
family                   Yosys count  share of synthesized area
AND-OR/OR-AND                     13                     0.2717
XOR/XNOR                           4                     0.1057
adder cells (fa/ha/maj)            9                     0.3849
buffers and inverters              3                    0.03396
multiplexers                       1                    0.03019
AND/OR/NAND/NOR                   12                     0.1736
power by group through the flow:
stage                 clock, mW  combinational [mW]  sequential (mW)
after CTS                     0              0.0518                0
after global routing          0              0.0570                0
final                         0              0.0508                0
final cells by class:
class / count / area, sq um
Fill cell: 384 / 2766
Tap cell: 46 / 57.56
Multi-Input combinational cell: 39 / 320.3
Inverter: 3 / 11.26
Timing Repair Buffer: 26 / 260.3
worst min-delay path by stage:
stage | from | to | slack, ns | cells after the start
final | ci | s[0] | 4.16 | 3
after global routing | ci | s[0] | 4.21 | 3
after CTS | ci | s[0] | 4.17 | 3
Power is estimated from default activity; no workload was simulated.
