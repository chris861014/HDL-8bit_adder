**design/flow/run.sh**
```bash
#!/bin/bash
# OpenROAD 26Q1-2900-gdf79404cd8, Yosys 0.63+post, stock flow scripts
make -C /OpenROAD-flow-scripts/flow DESIGN_CONFIG=/design/flow/config.mk WORK_HOME=/design/flow/orfs finish
```
**design/flow/config.mk**
```make
export PLATFORM = sky130hd
export DESIGN_NAME = adder_behavior
export DESIGN_NICKNAME = adder_behavior
export VERILOG_FILES = /design/flow/design.v
export SDC_FILE = /design/flow/constraint.sdc
export NUM_CORES = 4
export LEC_CHECK = 1
export CORE_AREA = 10 10 70 70
export DIE_AREA = 0 0 80 80
```
**design/flow/constraint.sdc**
```tcl
current_design adder_behavior

set clk_period 7.7
set clk_io_pct 0.2

create_clock -name clk0 -period $clk_period

set non_clock_inputs [all_inputs -no_clocks]
set_input_delay [expr $clk_period * $clk_io_pct] -clock clk0 $non_clock_inputs
set_output_delay [expr $clk_period * $clk_io_pct] -clock clk0 [all_outputs]
```
**design/flow/design.v**
```verilog
module adder_behavior(s,co,a,b,ci);
    parameter width = 8;
    input [width-1:0]a,b;
    input ci;
    output [width-1:0]s;
    output co;
    reg  [width-1:0]s;   
    reg co;
    always @(*) 
    begin
        {co,s} = a + b + ci;
    end
endmodule
```
==> out/metrics.cfg <==
[power]
power_w=0.0000508
pwr-share-seq=0
p_sw_frac=0.339
p_leak_nw=0.258
power.switching_w=0.0000172
internal-power_w=0.0000336
pwr-share-comb=1.000
vdd_drop_max_mv=0.0287
pwr-share-clk=0
power_density_nw_per_um2=78.2

[timing]
post-route-min-period_ps=5480
timing.final.hold_violations=0
worst_pin_slew_ps=341
max_freq_mhz=183
maxSlewViolCount=0
period_used_share=0.711
rsz0062_at_grt=false
finalSetupViolations=0
tns_ps=0
slew_headroom=0.767

[finish]
flops=0
clock_buffers=0
area_growth_syn_to_layout_pct=95.8
seqCellArea_um2=0
fill_cells=384
drive_gt1_frac=0.0147

[setup_path]
crit_path_end=s[6]
crit_path_end_kind=primary output
setup.worst_path.start_class=primary input
critical_path_required_ps=6160
critPathArrivalTime_ps=3940
crit_fanout=2
path_class=in2out
crit_start=a[0]

[global_routing]
overflow=0
grt_max_degree=7
grt_pass1_vias=394
grt_pass1_wl_um=1810
antenna_found_initial=0
grtUsageTotal=0.0335

[routing]
totalWireLength_um=1090
wl_per_cell_um=9.55
ant_nets=0
wl_met2_um=369
highest-signal-layer=met3
via_count=393
drcViolationCount=0
first_iter_violations=8
wl_met3_um=149
m1WireLength_um=570
n_antenna_cell=0
dr.pass1.iters=2
routed_via_density=3.45

[clocking]
ctsHoldBuffers=0
cts_resized=0
post_cts_buffers=0

[synthesis]
post_synth.cell_area_avg_um2=7.89
ys_warn_count=1
ys_chip_area_um2=332
syn-instance-count=42
synth_cell_types=20
ys_seq_frac=0
ys_cells=42
syn_area_um2=332

[hold_path]
min_path_cells=3
holdCritPathClass=in2out

[place]
port_buffers=26
gp_congestion=0.805
dp_hpwl_um=999

[die]
fp.dieH_um=80
die_area_um2=6400
die-width_um=80
fp_util=0.0971
io_pins=26
core.rowCount=21
core_area_um2=3420

[run]
warnings=32
maxCapViolations=0

[run_status]
outcome=finished, final reports clean

[worst max-delay path: stages]
cell and delay (ps):
clkdlybuf4s50_1 430, fa_1 460, fa_1 410, a21oi_1 220, nor2_1 70, nor2_1 170
xnor2_1 150, clkdlybuf4s50_1 490
[power by group through the flow]
stage	clock [W]	combinational [W]	sequential [W]
5_1_grt	0	0.0000570	0
6_report	0	0.0000508	0
4_1_cts	0	0.0000518	0
[synthesized netlist by cell type, drive strengths merged]
library cell	count	area, um^2
ha	7	87.6
a21oi	5	25.0
inv	3	11.3
nand2	3	11.3
a21o	2	15.0
a311o	2	20.0
fa	2	40.0
nand3	2	10.0
nor2	2	7.51
nor2b	2	12.5
nor3	2	10.0
xnor2	2	17.5
xor2	2	17.5
a2111oi	1	8.76
a221oi	1	8.76
mux2i	1	10.0
nor4	1	6.26
o21ai	1	5.00
o21bai	1	7.51
[cells in the final DEF (no fill, tap or decap), drive strengths merged, types with 2 or more instances in the layout]
cell           Yosys  final
clkdlybuf4s50      0     26
ha                 7      7
a21oi              5      5
nand2              3      3
inv                3      3
a21o               2      2
nand3              2      2
nor2               2      2
nor2b              2      2
nor3               2      2
xnor2              2      2
a311o              2      2
xor2               2      2
fa                 2      2
[through the flow]
| step | instances | hold WS [ps] | utilization | instance area (um^2) | worst slack [ps] |
|---|---|---|---|---|---|
| floorplan | 42 | 3180 | - | 332 | 3320 |
| global placement | 114 | 4170 | 0.190 | 649 | 2260 |
| detailed placement | 114 | 4170 | 0.190 | 649 | 2230 |
| CTS | 114 | 4170 | 0.190 | 649 | 2210 |
| global route | 114 | 4210 | 0.190 | 649 | 2100 |
| finish | 114 | 4160 | 0.190 | 649 | 2220 |
[per-layer routing]
layer,global-route usage,up-vias
met3,0.0125,0
li1,-,214
met5,0,-
met2,0.0465,20
met1,0.0504,159
met4,0,0
[worst min path at each step]
stage,from,endpoint,slack [ps]
after CTS,ci,s[0],4170
after global routing,ci,s[0],4210
final,ci,s[0],4160
[logic make-up (layout without fill, tap and decap cells)]
logic type               after synthesis  after routing  share of synthesized area
AND-OR/OR-AND                         13             13                      0.272
AND/OR/NAND/NOR                       12             12                      0.174
adder cells (fa/ha/maj)                9              9                      0.385
XOR/XNOR                               4              4                      0.106
buffers and inverters                  3             29                     0.0340
multiplexers                           1              1                     0.0302
[final cells by class]
type               instances  area (um^2)  share of cell area
inverters                  3         11.3              0.0173
well taps                 46         57.6              0.0886
multi-input cells         39          320               0.493
repair buffers            26          260               0.401
Power figures rest on the tool's default switching activity, not on a simulated workload.
